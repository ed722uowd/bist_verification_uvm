`run.sh`:
```
#!/bin/bash
# OpenROAD 26Q1-2900-gdf79404cd8, Yosys 0.63+post, stock flow scripts
make -C /OpenROAD-flow-scripts/flow DESIGN_CONFIG=/design/flow/config.mk WORK_HOME=/design/flow/orfs finish
```
`config.mk`:
```
export PLATFORM = sky130hd
export DESIGN_NAME = BIST
export DESIGN_NICKNAME = BIST
export VERILOG_FILES = /design/flow/design.v
export SDC_FILE = /design/flow/constraint.sdc
export NUM_CORES = 4
export LEC_CHECK = 1
export CORE_AREA = 10 10 74 74
export DIE_AREA = 0 0 84 84
```
`constraint.sdc`:
```
current_design BIST

set clk_period 2.0
set clk_io_pct 0.2

create_clock -name clk0 -period $clk_period [get_ports {clk}]

set non_clock_inputs [all_inputs -no_clocks]
set_input_delay [expr $clk_period * $clk_io_pct] -clock clk0 $non_clock_inputs
set_output_delay [expr $clk_period * $clk_io_pct] -clock clk0 [all_outputs]
```
`design.v`:
```
module BIST(
  input clk,
  input [7:0] load_seed,
  input [7:0] load_val,
  input load_en,
  output [7:0] signature,
  output [7:0] M_out
);
  reg [7:0] LFSR_out;
  reg [2:0] F;
  reg [0:7] M;
  assign M_out = M;
  always @(F) begin
    M[0] = F[0];
    M[1] = F[1];
    M[2] = F[2];
    M[3] = 0;
    M[4] = 0;
    M[5] = 0;
    M[6] = 0;
    M[7] = 0;
  end
  LFSR_PRPG LFSR0 (.clk(clk), .load_seed(load_seed), .load_en(load_en), .pattern(LFSR_out));
  comparator comparator0 (.A(LFSR_out[7:4]), .B(LFSR_out[3:0]), .D(F));
  MISR_compactor MISR0 (.M(M), .load_val(load_val), .clk(clk), .load_en(load_en), .signature(signature));
endmodule
module LFSR_PRPG (
  input clk,
  input [7:0] load_seed,
  input load_en,
  output  [7:0] pattern
);
  wire D0, feedback, Q0;
  selector S0 (.A(feedback), .B(load_seed[0]), .select(load_en), .op(D0));
  dff dff_0(.D(D0), .clk(clk), .Q(Q0));
  wire x1, Q1, D1;
  xor(x1, feedback, Q0);
  selector S1 (.A(x1), .B(load_seed[1]), .select(load_en), .op(D1));
  dff dff_1(.D(D1), .clk(clk), .Q(Q1));
  wire Q2, D2;
  selector S2 (.A(Q1), .B(load_seed[2]), .select(load_en), .op(D2));
  dff dff_2(.D(D2), .clk(clk), .Q(Q2));
  wire Q3, D3;
  selector S3 (.A(Q2), .B(load_seed[3]), .select(load_en), .op(D3));
  dff dff_3(.D(D3), .clk(clk), .Q(Q3));
  wire Q4, D4;
  selector S4 (.A(Q3), .B(load_seed[4]), .select(load_en), .op(D4));
  dff dff_4(.D(D4), .clk(clk), .Q(Q4));
  wire x5, Q5, D5;
  xor(x5, feedback, Q4);
  selector S5 (.A(x5), .B(load_seed[5]), .select(load_en), .op(D5));
  dff dff_5(.D(D5), .clk(clk), .Q(Q5));
  wire x6, D6, Q6;
  xor(x6, feedback, Q5);
  selector S6 (.A(x6), .B(load_seed[6]), .select(load_en), .op(D6));
  dff dff_6(.D(D6), .clk(clk), .Q(Q6));
  wire D7, Q7;
  selector S7 (.A(Q6), .B(load_seed[7]), .select(load_en), .op(D7));
  dff dff_7(.D(D7), .clk(clk), .Q(Q7));
  assign feedback = Q7;
  assign pattern = { Q7, Q6, Q5, Q4, Q3, Q2, Q1, Q0};
endmodule
module dff(
  input D,
  input clk,
  output reg Q
);
  always @(posedge clk) begin
    Q <= D;
  end
endmodule
module selector(
  input A,
  input B,
  input select,
  output reg op
);
  always @(*) begin
    op = (select == 0) ? A : B;
  end
endmodule
module comparator(
  input [3:0] A,
  input [3:0] B,
  output reg [2:0] D
);
  always @(*) begin
    if (A > B) begin
      D = 3'b010;
    end
    else if (A < B) begin
      D = 3'b100;
    end
    else begin
      D = 3'b001;
    end
  end
endmodule
module MISR_compactor(
  input [0:7] M,
  input [7:0] load_val,
  input clk,
  input load_en,
  output [7:0] signature
);
  wire feedback, Q7;
  assign feedback = Q7;
  wire x0, D0, Q0;
  xor (x0, M[0], feedback);
  selector s0 (.A(x0), .B(load_val[0]), .select(load_en), .op(D0));
  dff d0 (.D(D0), .clk(clk), .Q(Q0));
  wire x1, D1, Q1;
  xor (x1, M[1], feedback, Q0);
  selector s1 (.A(x1), .B(load_val[1]), .select(load_en), .op(D1));
  dff d1 (.D(D1), .clk(clk), .Q(Q1));
  wire x2, D2, Q2;
  xor (x2, M[2], Q1);
  selector s2 (.A(x2), .B(load_val[2]), .select(load_en), .op(D2));
  dff d2 (.D(D2), .clk(clk), .Q(Q2));
  wire x3, D3, Q3;
  xor (x3, M[3], Q2);
  selector s3 (.A(x3), .B(load_val[3]), .select(load_en), .op(D3));
  dff d3 (.D(D3), .clk(clk), .Q(Q3));
  wire x4, D4, Q4;
  xor (x4, M[4], Q3);
  selector s4 (.A(x4), .B(load_val[4]), .select(load_en), .op(D4));
  dff d4 (.D(D4), .clk(clk), .Q(Q4));
  wire x5, D5, Q5;
  xor (x5, M[5], feedback, Q4);
  selector s5 (.A(x5), .B(load_val[5]), .select(load_en), .op(D5));
  dff d5 (.D(D5), .clk(clk), .Q(Q5));
  wire x6, D6, Q6;
  xor (x6, M[6], feedback, Q5);
  selector s6 (.A(x6), .B(load_val[6]), .select(load_en), .op(D6));
  dff d6 (.D(D6), .clk(clk), .Q(Q6));
  wire x7, D7;
  xor (x7, M[7], Q6);
  selector s7 (.A(x7), .B(load_val[7]), .select(load_en), .op(D7));
  dff d7 (.D(D7), .clk(clk), .Q(Q7));
  assign signature = { Q0, Q1, Q2, Q3, Q4, Q5, Q6, Q7};
endmodule
```
==> changes_impl.md <==
### Changed

* Status: finished, final reports clean
* Clk root buf: clkbuf_8
* Minimum clock period at 1.94 ns
* First-pass GRT wire length at 3.30 mm
* Vias in the first global route at 710
* Commonest Layout Cell: clkdlybuf4s50_1
* Average size of a mapped cell at 9.31 um2
* Fin Setup TNS at 0 ns
* Yosys Instances at 89
* Worst setup path start: LFSR0.dff_1.Q$_DFF_P_
* DRC violations left at 0
* Yosys top cell area share at 0.387
* Die Wd at 84 um
* Layout Cell Area excl Fill at 1270 um2
* Final WL at 1.98 mm
* Most frequent cells in the layout: clkdlybuf4s50_1, buf_4, dfxtp_1, nand2_1, o21ai_0
* Final Setup Violations at 0
* Leak pwr at 0.544 nW
* Initial Utilization at 0.209
* Design Power at 1.04 mW
* Post-DR wirelength/cell at 11.4 um
* Largest net degree at the start of global routing at 16
* Maxcap violations at 0
* Hold_sp: MISR0.d2.Q$_DFF_P_
* WP data required at 1.60 ns
* Final clock skew at 0.000851 ns
* Synth cell types at 25
* Final period utilization at 0.969
* Final hold vios at 0
* Num ports at 34
* RSZ-0062 raised after global routing: true
* Fmax at 0.516 GHz
* Critical Path Source Type: flip-flop
* Routed Antenna Nets at 0
* Final GP Congestion at 0.702
* DRT iter0 DRCs at 24
* Area delta synth->final at 53.8%
* CP arrival at 1.54 ns
* Maximum clock path buffer count at 2
* Sequential area share after synthesis at 0.387
* Post-Synthesis Cells at 89
* Total gr overflow at 0
* Hold Buf Count CTS at 0
* Worst setup EP type: output port
* Buffers added on ports at 28
* Vias/cell at 3.82
* Worst reg2reg startpoint: LFSR0.dff_1.Q$_DFF_P_
* Final slew viol count at 0
* Share of layout cells above drive strength 1 at 0.290
* Routed vias at 665
* Antenna violations before repair at 0
* Tool Warnings at 26
* Core ar. at 3970 um2
* Num CTS Buffers at 3
* Synth flops at 16
* Cell Area, Placed at 1150 um2
* Clock sinks at 16
* Yosys stat area at 828 um2
* Class of the worst hold path: flip-flop to flip-flop
* Die Size at 7060 um2
* Cell Pwr Density at 813 nW/um2
* Yosys warning count at 4
* Clk latency of the worst-skew pair at 0.24 ns
* VDD IR-drop max at 0.278 mV
* GRT Total Usage at 0.0543
* Diode count at 0
* Pre-antenna DRT Iters at 4
* Core Rows at 23
* Synth area leaders: dfxtp_1, buf_4, xnor2_1, ha_1, mux2_2
* Cell Area, Synth at 828 um2
* Crit path max fanout at 2
* Post-DP HPWL at 1.57 mm
* CTS tree: built
* Clk pin slew, worst setup/hold paths at 0.06 ns
* Chip height at 84 um
* CP Class: flip-flop to output port
* Htree depth at 1
* Synth area leader: dfxtp_1
* # fillers at 406
==> sequential cells by signal (all words and copies together) (netlist names) <==
register and flops:
LFSR0.dff_7.Q 1, MISR0.d4.Q 1, MISR0.d3.Q 1, LFSR0.dff_0.Q 1, LFSR0.dff_5.Q 1, MISR0.d2.Q 1, LFSR0.dff_3.Q 1, MISR0.d0.Q 1
LFSR0.dff_6.Q 1, LFSR0.dff_1.Q 1, MISR0.d6.Q 1, MISR0.d1.Q 1, MISR0.d7.Q 1, MISR0.d5.Q 1, LFSR0.dff_2.Q 1, LFSR0.dff_4.Q 1
==> metal layers <==
metal / share of wire / wire, um / global-route usage / vias up
met2: 0.41 / 819 / 0.0815 / 24
met5: 0 / 0 / 0 / -
li1: - / - / - / 349
met3: 0.097 / 192 / 0.0285 / 0
met4: 0 / 0 / 0.00152 / 0
met1: 0.49 / 967 / 0.0711 / 292
==> report_power, final <==
| part | total [mW] | internal [mW] | switching (mW) |
|---|---|---|---|
| Combinational | 0.400 | 0.267 | 0.133 |
| Clock | 0.231 | 0.133 | 0.0976 |
| Sequential | 0.405 | 0.371 | 0.0335 |
==> cell usage after synthesis <==
cell type,number
dfxtp_1,16
buf_4,13
nand2_1,10
o21ai_0,8
inv_1,7
xnor2_1,6
ha_1,4
mux2_2,4
a21o_1,2
a21oi_1,2
buf_2,2
nor2_1,2
a2111oi_1,1
a221o_1,1
a311oi_1,1
and2_1,1
and4_2,1
clkbuf_1,1
conb_1,1
mux2_1,1
nor2b_4,1
o211ai_2,1
o21ai_1,1
o31ai_2,1
xor2_1,1
==> worst max-delay path, stage by stage, from the launching register on <==
cell and delay [ns]:
dfxtp_2 0.32, inv_2 0.04, ha_4 0.26, nor2b_4 0.14, o211ai_2 0.10, buf_4 0.15
a21o_1 0.16, inv_1 0.05, buf_2 0.08
==> what timing repair did <==
item,CTS,global route
endpoints found under the setup margin,3,2
gates cloned,0,0
endpoints found under the hold margin,0,0
gates resized,14,2
pin swaps,5,3
setup buffers,6,1
==> area by class of cell <==
cell class              count  area, um2  area share
multi-input cells          54        427       0.335
repair buffers             44        394       0.309
flip-flops and latches     16        323       0.253
well taps                  50       62.6      0.0491
clock buffers               3       41.3      0.0324
inverters                   7       26.3      0.0206
==> cell families (layout without fill, tap and decap cells) <==
family          count (synthesis)  after routing  synth area share
compound gates                 18             18             0.150
flops                          16             16             0.387
buf+inv                        23             54             0.166
simple gates                   15             15            0.0906
mux                             5              5            0.0680
fa+ha+maj                       4              4            0.0604
xor+xnor                        7              7            0.0740
other cells                     1              5           0.00453
==> through the flow <==
step / utilization / std cells / setup slack (ns) / hold WS (ns)
2_1_floorplan: - / 93 / 0.437 / 0.436
3_3_place_gp: 0.290 / 165 / -0.0348 / 0.459
3_5_place_dp: 0.290 / 165 / -0.0469 / 0.461
4_1_cts: 0.319 / 173 / 0.0212 / 0.483
5_1_grt: 0.321 / 174 / -0.0422 / 0.514
6_report: 0.321 / 174 / 0.0612 / 0.475
==> path summary, 6_finish.rpt <==
| check | to | slack, ns | cells after the start |
|---|---|---|---|
| min | MISR0.d3.Q$_DFF_P_ | 0.47 | 1 |
| max reg2reg | MISR0.d1.Q$_DFF_P_ | 0.14 | 9 |
| max | M_out[6] | 0.06 | 8 |
| min reg2reg | MISR0.d3.Q$_DFF_P_ | 0.47 | 1 |
Power and IR drop assume default switching activity.
